--- flow/config.mk ---
export PLATFORM = sky130hd
export DESIGN_NAME = top_priority_encoder_wrapper
export DESIGN_NICKNAME = top_priority_encoder_wrapper
export VERILOG_FILES = /design/flow/design.v
export SDC_FILE = /design/flow/constraint.sdc
export NUM_CORES = 4
export LEC_CHECK = 1
export CORE_AREA = 10 10 113 113
export DIE_AREA = 0 0 123 123
export SYNTH_HDL_FRONTEND = slang
--- flow/constraint.sdc ---
current_design top_priority_encoder_wrapper

set clk_period 2.6
set clk_io_pct 0.2

create_clock -name clk0 -period $clk_period [get_ports {clk}]

set non_clock_inputs [all_inputs -no_clocks]
set_input_delay [expr $clk_period * $clk_io_pct] -clock clk0 $non_clock_inputs
set_output_delay [expr $clk_period * $clk_io_pct] -clock clk0 [all_outputs]
--- flow/design.v ---
`timescale 1ns / 1ps
module top_priority_encoder # (
  parameter WIDTH = 8
) (
  input  logic                  clk,
  input  logic                  srst_i,
  input  logic [WIDTH - 1 : 0]  data_i,
  input  logic                  data_val_i,
  output logic [WIDTH - 1 : 0]  data_left_o,
  output logic [WIDTH - 1 : 0]  data_right_o,
  output logic                  data_val_o
);
  logic [WIDTH - 1 : 0] data_left, data_right;
  always_comb
    begin : left_one
      data_left = '0;
      if ( data_val_i ) 
        begin
          for ( int i = WIDTH - 1; i >= 0; i-- ) 
            begin
              if (data_i[i]) 
                begin
                  data_left[i] = 1'b1;
                  break;
                end
            end
        end
    end
  always_comb 
    begin : right_one
      data_right = '0;
      if ( data_val_i ) 
        begin
          for ( int i = 0; i < WIDTH; i++ ) 
            begin
              if (data_i[i]) 
                begin
                  data_right[i] = 1'b1;
                  break;
                end
            end
        end
    end
  always_ff @( posedge clk ) 
    begin
      if (srst_i)
        data_left_o  <= '0;
      else 
        data_left_o  <= data_left;
    end
  always_ff @( posedge clk ) 
    begin
      if (srst_i)
        data_right_o <= '0;
      else 
        data_right_o <= data_right;
    end
  always_ff @( posedge clk ) 
    begin
      if ( srst_i )
        data_val_o <= 1'b0;
      else
        data_val_o <= data_val_i;
    end
endmodule
`timescale 1ns / 1ps
module top_priority_encoder_wrapper # (
  parameter WIDTH = 8
) (
  input  logic                  clk,
  input  logic                  srst_i,
  input  logic [WIDTH - 1 : 0]  data_i,
  input  logic                  data_val_i,
  output logic [WIDTH - 1 : 0]  data_left_o,
  output logic [WIDTH - 1 : 0]  data_right_o,
  output logic                  data_val_o
);
  logic                 wr_srst_i;
  logic [WIDTH - 1 : 0] wr_data_i;
  logic                 wr_data_val_i;
  logic [WIDTH - 1 : 0] wr_data_left_o, wr_data_right_o;
  logic                 wr_data_val_o;
  always_ff @( posedge clk ) 
    begin : i_ff
      wr_srst_i     <= srst_i;
      wr_data_i     <= data_i;
      wr_data_val_i <= data_val_i;
    end
  top_priority_encoder # (
    .WIDTH        (WIDTH))   
  dut_top_priority_encoder (
    .clk          (clk),
    .srst_i       (wr_srst_i),
    .data_i       (wr_data_i),
    .data_val_i   (wr_data_val_i),
    .data_left_o  (wr_data_left_o),
    .data_right_o (wr_data_right_o),
    .data_val_o   (wr_data_val_o)
  );
  always_ff @( posedge clk ) 
    begin : o_ff
      data_left_o   <= wr_data_left_o;
      data_right_o  <= wr_data_right_o;
      data_val_o    <= wr_data_val_o;
    end
endmodule
--- flow/run.sh ---
#!/bin/bash
# OpenROAD 26Q1-2900-gdf79404cd8, Yosys 0.63+post, stock flow scripts
make -C /OpenROAD-flow-scripts/flow DESIGN_CONFIG=/design/flow/config.mk WORK_HOME=/design/flow/orfs finish
==> flow_metrics.tcl <==
# collected from the flow reports
set metrics [dict create \
    outcome "finished clean" \
    cap_violations 0 \
    switching_share_of_power_pct 19.9 \
    cts_max_level 2 \
    gp_congestion 0.720 \
    maxClockFrequency_mhz 622 \
    fp_util_pct 10.5 \
    pre_cts_setup_slack_ns 1.30 \
    top_level_ports 28 \
    cts_bufs_inserted 5 \
    chipWidth_um 123 \
    postRouteWirelength_um 2240 \
    synth.cell_area_um2 1080 \
    drtAntennaViolNets 0 \
    antenna_found_initial 0 \
    ys_ff 44 \
    post_cts_buffers 0 \
    cell_internal_pwr_w 0.000897 \
    design.die.area_um2 15100 \
    drive_gt1_share_pct 12.1 \
    share_seq_of_total_power_pct 62.6 \
    skew_pair_late_insertion_delay_ns 0.28 \
    crit_family "buffers and inverters" \
    post_drt_wl_per_cell_um 9.20 \
    share_comb_of_total_power_pct 3.1 \
    clock-skew-final_ns 0.00814 \
    total_via_count_in_the_routed_design 581 \
    detail_route.first_pass.iterations 4 \
    netSwitchingPower_w 0.000223 \
    power-per-cell-area_nw_per_um2 700 \
    setup_violations 0 \
    grt-ovfl-total 0 \
    clk_pin_slew_ns 0.08 \
    min_period_ns 1.61 \
    finish.utilization_pct 15.5 \
    slew_headroom_pct 82.6 \
    grt_setup_unrepaired "false" \
    cts_tree "yes" \
    syn_area_per_cell_um2 14.6 \
    first_global_vias 623 \
    grt_use_total_pct 3.04 \
    syn_inst_count 74 \
    place.detailed.hpwl_um 1780 \
    vdd_drop_max_mv 0.214 \
    arrival_ns 1.09 \
    grt_first_pass_wirelength_um 3480 \
    final_hold_viol_count 0 \
    buffer_ports.inserted 27 \
    kind_of_capture_point_of_the_worst_setup_path "output port" \
    ctsRootBufferMaster "sky130_fd_sc_hd__clkbuf_8" \
    clock_sink_count 44 \
    yosysWarningCount 0 \
    power.static_leakage_nw 0.565 \
    max_slew.worst_pin.slew_ns 0.261 \
    drc_errors 0 \
    synth.yosys.seq_area_share_pct 81.4 \
    timing.critical_path.required_ns 2.08 \
    layout.cells.most_common_list "sky130_fd_sc_hd__dfxtp_1 (44), sky130_fd_sc_hd__clkdlybuf4s50_1 (27), sky130_fd_sc_hd__nor4_1 (5), sky130_fd_sc_hd__clkbuf_8 (5)" \
    chip_area_from_the_yosys_synthesis_statistics_um2 1080 \
    core_um2 10300 \
    cts_hold_bufs 0 \
    drt_first_iter_violations 25 \
    tool_warnings 25 \
    maximum_number_of_pins_on_one_net_before_global_route_repair 14 \
    cp.buffers_inverters 1 \
    fin_setup_tns_ns 0 \
    post_cts_gate_resize_count 0 \
    fp-row-count 37 \
    setup_slack_ns 0.992 \
    critical_path_cell_sequence "clkdlybuf4s50_1" \
    synth_cell_type_count 18 \
    lay_top_count "sky130_fd_sc_hd__dfxtp_1" \
    drt-vias-per-instance 2.39 \
    cell_total_in_the_yosys_stat_output 74 \
    critical-path-max-stage-delay_ns 0.49 \
    critPathSlowestCell "sky130_fd_sc_hd__clkdlybuf4s50_1" \
    num-fill-cells 1138 \
    hp_class "reg2reg" \
    min_period_over_period_pct 61.8 \
    clkPwrFrac_pct 34.3 \
    critical_path.startpoint_type "flop" \
    antenna_cells_inserted 0 \
    maxSlewViolCount 0 \
    layout-area-overhead-vs-synth_pct 47.9 \
    max-clock-path-buffers 2 \
    critPathMaxFanout 1 \
    die_height_um 123 \
    crit_type "reg2out" \
]
-- through the flow --
| step | total power (W) | hold WS (ns) | cell area, µm² | cells |
|---|---|---|---|---|
| floorplan | 0.000724 | 0.310 | 1080 | 74 |
| global placement | 0.000752 | 0.314 | 1520 | 236 |
| detailed placement | 0.000753 | 0.312 | 1520 | 236 |
| CTS | 0.00114 | 0.323 | 1600 | 243 |
| global route | 0.00118 | 0.335 | 1600 | 243 |
| finish | 0.00112 | 0.322 | 1600 | 243 |
-- synth_stat cells --
cell                       instances  area, µm²
sky130_fd_sc_hd__or2b_1            1       7.51
sky130_fd_sc_hd__and2_1            2       12.5
sky130_fd_sc_hd__nand2b_1          2       12.5
sky130_fd_sc_hd__or3b_2            2       17.5
sky130_fd_sc_hd__or3b_1            1       8.76
sky130_fd_sc_hd__and3_2            1       7.51
sky130_fd_sc_hd__dfxtp_1          44        881
sky130_fd_sc_hd__nor3_1            4       20.0
sky130_fd_sc_hd__clkbuf_1          1       3.75
sky130_fd_sc_hd__nor4b_2           1       15.0
sky130_fd_sc_hd__or4_1             1       7.51
sky130_fd_sc_hd__inv_1             4       15.0
sky130_fd_sc_hd__nor4_1            5       31.3
sky130_fd_sc_hd__nor3b_1           1       7.51
sky130_fd_sc_hd__nor2_1            1       3.75
sky130_fd_sc_hd__and4b_2           1       11.3
sky130_fd_sc_hd__nor4b_1           1       8.76
sky130_fd_sc_hd__or4_4             1       11.3
-- final timing paths --
| kind | startpoint | to | slack, ns | cells past startpoint |
|---|---|---|---|---|
| hold / removal | dut_top_priority_encoder.data_right_o[4] | data_right_o[4] | 0.32 | 0 |
| hold reg to reg | dut_top_priority_encoder.data_right_o[4] | data_right_o[4] | 0.32 | 0 |
| setup reg to reg | wr_data_i[5] | dut_top_priority_encoder.data_left_o[1] | 1.35 | 2 |
| setup / recovery | data_right_o[4] | data_right_o[4] | 0.99 | 1 |
-- state kept, by name, summed over array words and instances, names as in the netlist --
name / cells
wr_data_val_i: 1
data_val_o: 1
dut_top_priority_encoder.data_right_o: 8
dut_top_priority_encoder.data_left_o: 8
data_right_o: 8
wr_srst_i: 1
wr_data_i: 8
data_left_o: 8
dut_top_priority_encoder.data_val_o: 1
-- power by group through the flow --
| stage | sequential, W | clock [W] | combinational [W] |
|---|---|---|---|
| after CTS | 0.000701 | 0.000404 | 0.0000359 |
| final | 0.000701 | 0.000384 | 0.0000352 |
| after global routing | 0.000704 | 0.000437 | 0.0000391 |
-- cell families (layout without fill, tap and decap cells) --
group | count (synthesis) | after routing | share of synthesized area (%)
flip-flops | 44 | 44 | 81.4
AND/OR/NAND/NOR | 25 | 25 | 16.9
buffers and inverters | 5 | 38 | 1.73
-- routing by layer --
| metal | GRT usage, % | share of wire [%] | up-vias |
|---|---|---|---|
| li1 | - | - | 314 |
| met1 | 3.71 | 47 | 238 |
| met2 | 4.32 | 39 | 24 |
| met3 | 2.08 | 12 | 5 |
| met4 | 0.728 | 2.3 | 0 |
| met5 | 0 | 0 | - |
-- final cells by class --
type	instances	area [µm²]	area share (%)
clock buffers	5	68.8	4.30
clock inverters	2	12.5	0.782
inverters	4	15.0	0.938
multi-input cells	25	183	11.4
flip-flops and latches	44	881	55.0
well taps	136	170	10.6
repair buffers	27	270	16.9
Power figures rest on the tool's default switching activity, not on a simulated workload.
