$ cat design/flow/config.mk
export PLATFORM = sky130hd
export DESIGN_NAME = top_serializer_wrapper
export DESIGN_NICKNAME = top_serializer_wrapper
export VERILOG_FILES = /design/flow/design.v
export SDC_FILE = /design/flow/constraint.sdc
export NUM_CORES = 4
export LEC_CHECK = 1
export CORE_UTILIZATION = 30
export SYNTH_HDL_FRONTEND = slang
$ cat design/flow/constraint.sdc
current_design top_serializer_wrapper

set clk_period 2.4
set clk_io_pct 0.2

create_clock -name clk0 -period $clk_period [get_ports {clk}]

set non_clock_inputs [all_inputs -no_clocks]
set_input_delay [expr $clk_period * $clk_io_pct] -clock clk0 $non_clock_inputs
set_output_delay [expr $clk_period * $clk_io_pct] -clock clk0 [all_outputs]
$ cat design/flow/design.v
`timescale 1ns / 1ps
module top_serializer (
    input  logic            clk,
    input  logic            i_srst,
    input  logic [15 : 0]   i_data,
    input  logic [ 3 : 0]   i_data_mod,
    input  logic            i_data_val,
    output logic            o_ser_data,
    output logic            o_ser_data_val,
    output logic            o_busy
);
    logic [15 : 0] tmp;
    logic [ 3 : 0] cnt;
    logic [ 3 : 0] threshold;
    logic          enable;
    logic          busy;
    logic          mod_val;
    logic          mod_zero;
    assign mod_val      = (i_data_mod == 0) | (i_data_mod > 2);
    assign enable       = i_data_val & ~busy & mod_val;
    always_ff @( posedge clk ) begin 
        if (enable)
            threshold <= i_data_mod;
    end
    always_ff @( posedge clk ) begin : shift_register
        if (i_srst)
            tmp <= '0;
        else if (enable)
            tmp <= i_data;
        else
            tmp <= tmp << 1;
    end
    always_ff @( posedge clk ) begin : counter
        if (i_srst) begin
            cnt  <= '0;
            busy <= 0;
        end
        else if (enable) begin
            cnt  <= 4'd1;
            busy <= 1;
        end
        else if (cnt == threshold) begin
            cnt  <= '0;
            busy <= 0;
        end 
        else
            cnt  <= cnt + 4'd1;
    end
    assign o_ser_data       = tmp[15];
    assign o_ser_data_val   = busy;
    assign o_busy           = busy;
endmodule
`timescale 1ns / 1ps
module top_serializer_wrapper (
    input  logic            clk,
    input  logic            i_srst,
    input  logic [15 : 0]   i_data,
    input  logic [ 3 : 0]   i_data_mod,
    input  logic            i_data_val,
    output logic            o_ser_data,
    output logic            o_ser_data_val,
    output logic            o_busy
);
    logic            wr_i_srst;
    logic [15 : 0]   wr_i_data;
    logic [ 3 : 0]   wr_i_data_mod;
    logic            wr_i_data_val;
    logic            wr_o_ser_data;
    logic            wr_o_ser_data_val;
    logic            wr_o_busy;
    always_ff @( posedge clk ) begin : i_ff
        wr_i_srst       <= i_srst;
        wr_i_data       <= i_data;
        wr_i_data_mod   <= i_data_mod;
        wr_i_data_val   <= i_data_val;
    end
    top_serializer dut_top_serializer(
        .clk                (clk),
        .i_srst             (wr_i_srst),
        .i_data             (wr_i_data),
        .i_data_mod         (wr_i_data_mod),
        .i_data_val         (wr_i_data_val),
        .o_ser_data         (wr_o_ser_data),
        .o_ser_data_val     (wr_o_ser_data_val),
        .o_busy             (wr_o_busy)
    );
    always_ff @( posedge clk ) begin : o_ff
        o_ser_data      <= wr_o_ser_data;
        o_ser_data_val  <= wr_o_ser_data_val;
        o_busy          <= wr_o_busy;
    end
endmodule
$ cat design/flow/run.sh
#!/bin/bash
# OpenROAD 26Q1-2900-gdf79404cd8, Yosys 0.63+post, stock flow scripts
make -C /OpenROAD-flow-scripts/flow DESIGN_CONFIG=/design/flow/config.mk WORK_HOME=/design/flow/orfs finish
==> run notes <==
impl run done, here's what came out: Die Area=5520 sq um, Fillers=just under 500, Min-Delay Path Class=register to register, R2R setup slack=just under 900 ps, initial antenna violation count=0, Post-Route WL=about 2000 um, Die Span X=74.3 um, Worst Path Arrival=1070 ps, largest fanout on the critical path=2, number of remaining DRC errors=0, endpoints failing hold=0, DRT iter0 DRCs=39, CP top delay family=buffers and inverters, tool warning count=25, Die Span Y=74.3 um, CP max stage delay=450 ps, post-place setup slack=899 ps, Hold Worst Slack=333 ps, P&R area growth vs syn=24.3%, Chip Area, Yosys=about 1600 sq um, Avg Synthesized Cell Area=13.0 sq um, status=completed, Num Clock Sinks=49, grt total ovfl=0, Max Cap Violations=0, drt wl/cell=9.31 um, CTS tree=done, Sequential Area=1020 sq um, Ports=26, HPWL Detailed=around 1300 um, setup_tns=0 ps, Tightest Pin Transition=roughly 870 ps, pwr/cell area=762 nW/um^2, total number of vias=836, Antenna Cells=0, CP max stage cell=clkdlybuf4s50_1, RSZ-0062 raised after global routing=false, post-route design area=1950 sq um, Synth Seq Share=65.1%, Rows=25, number of gates resized after CTS=0, CP required=roughly 1900 ps, CP endpoint kind=primary output, # Post-CTS Setup Buffers=0, max_slew headroom=between 40% and 50%, cycle use final=64.7%, H-Tree Depth=2, Max Slew Vio Count=0, hold_buf cts=0, Synth Register Bits=49, Critical Path Source Type=register, f_max=644 MHz, gpl congestion=0.722, Clk Latency, worst-skew pair=just under 300 ps, post-route clock skew=4.69 ps, number of global-route vias before repair=795, CTS root buf=clkbuf_8, first-pass GRT wire length=3500 um, Worst Path Buf+Inv=1, total track usage=8.59%, YS warnings=0, via/cell ratio=3.89, layout cells sized above 1=6.08%, worst path cell trace=clkdlybuf4s50_1, Yosys cell types=19, IR Drop Worst-Case VDD=0.313 mV, port bufs=25, ys cells=about 120, Comb area=503 sq um, Final ANT Viol Nets=0, core area=between 4000 and 5000 sq um, synthesized area=1570 sq um, FP Core Util=32.1%, final worst path period need=1550 ps, Clock Tree Buf Depth=2, DP Area=1870 sq um, pin count of the biggest net entering global routing=39, Final setup viols=0, leak pwr=about 0.74 nW, Post-Syn Instances=121, CTS clk-pin slew, worst paths=roughly 80 ps, slack of the critical path=around 850 ps, CP Class=register to primary output, DRT Pass-1 Iters=4, cts bufs inserted=5
through the flow:
step | std cells | utilization, % | total power, mW
2_1_floorplan | 121 | - | 1.01
3_3_place_gp | 207 | 38.3 | 1.06
3_5_place_dp | 207 | 38.3 | 1.07
4_1_cts | 215 | 39.9 | 1.51
5_1_grt | 215 | 39.9 | 1.57
6_report | 215 | 39.9 | 1.48
registers in the layout, indices dropped and copies added (netlist names):
| register | cells |
|---|---|
| dut_top_serializer.cnt | 4 |
| dut_top_serializer.o_busy | 1 |
| dut_top_serializer.threshold | 4 |
| dut_top_serializer.tmp | 16 |
| o_busy | 1 |
| o_ser_data | 1 |
| wr_i_data | 16 |
| wr_i_data_mod | 4 |
| wr_i_data_val | 1 |
| wr_i_srst | 1 |
cell usage after synthesis (all sizes together):
| cell | n | share of area [%] |
|---|---|---|
| buf | 2 | 1.2 |
| clkbuf | 4 | 0.96 |
| dfxtp | 45 | 57 |
| edfxtp | 4 | 7.7 |
| ha | 1 | 0.80 |
| inv | 2 | 0.64 |
| mux2i | 15 | 9.6 |
| nand2b | 31 | 12 |
| nand3 | 1 | 0.32 |
| nor3b | 1 | 0.48 |
| nor4 | 3 | 1.2 |
| nor4b | 1 | 0.56 |
| o22ai | 2 | 0.80 |
| o311ai | 1 | 1.7 |
| or2 | 1 | 0.40 |
| xnor2 | 2 | 1.1 |
| xor2 | 5 | 2.8 |
layout by cell type (no fill, tap or decap), drive strengths merged:
cell | Yosys | final
clkbuf | 4 | 5
clkdlybuf4s50 | 0 | 25
clkinv | 0 | 3
dfxtp | 45 | 45
edfxtp | 4 | 4
ha | 1 | 1
inv | 2 | 2
mux2i | 15 | 15
nand2b | 31 | 31
nand3 | 1 | 1
nor3b | 1 | 1
nor4 | 3 | 3
nor4b | 1 | 1
o22ai | 2 | 2
o311ai | 1 | 1
or2 | 1 | 1
xnor2 | 2 | 2
xor2 | 5 | 5
worst paths after layout:
path	from	end	cells past startpoint
worst max-delay path	o_busy$_DFF_P_	o_busy	1
worst min register to register	dut_top_serializer.tmp[15]$_SDFF_PP0_	o_ser_data$_DFF_P_	0
worst max register to register	dut_top_serializer.threshold[1]$_DFFE_PP_	dut_top_serializer.o_busy$_SDFFE_PP0P_	3
worst min-delay path	dut_top_serializer.tmp[15]$_SDFF_PP0_	o_ser_data$_DFF_P_	0
worst register-to-register path, cell delays in order (launching register included):
cell	delay, ps
edfxtp_1	380
xor2_1	150
nor4_1	670
o22ai_1	180
layer usage:
metal	vias to the layer above	GRT usage [%]	share of wire [%]
met5	-	0	0
met3	5	2.88	7.7
li1	449	-	-
met4	0	1.89	1.9
met2	25	12.9	39
met1	357	12.5	52
where the power goes:
group | switching (mW) | total (mW) | internal (mW)
logic | 0.0460 | 0.134 | 0.0881
registers | 0.0315 | 0.914 | 0.882
clock network | 0.241 | 0.437 | 0.196
cell families after synthesis:
kind of cell | count (synthesis) | share of synthesized area, %
fa+ha+maj | 1 | 0.798
compound gates | 3 | 2.47
flops | 49 | 65.1
xor+xnor | 7 | 3.91
mux | 15 | 9.58
buf+inv | 8 | 2.79
simple gates | 38 | 15.3
final cells by class:
type                    count  share of cell area, %
flip-flops and latches     49                   52.4
repair buffers             25                   12.8
clock inverters             3                  0.642
clock buffers               5                   3.53
multi-input cells          64                   25.8
well taps                  67                   4.30
inverters                   2                  0.513
Power and IR drop assume default switching activity.
