--- design/flow/config.mk ---
export PLATFORM = sky130hd
export DESIGN_NAME = top_bit_population_counter_wrapper
export DESIGN_NICKNAME = top_bit_population_counter_wrapper
export VERILOG_FILES = /design/flow/design.v
export SDC_FILE = /design/flow/constraint.sdc
export NUM_CORES = 4
export LEC_CHECK = 1
export CORE_AREA = 10 10 89 89
export DIE_AREA = 0 0 99 99
export SYNTH_HDL_FRONTEND = slang
--- design/flow/constraint.sdc ---
current_design top_bit_population_counter_wrapper

set clk_period 6.1
set clk_io_pct 0.2

create_clock -name clk0 -period $clk_period [get_ports {clk}]

set non_clock_inputs [all_inputs -no_clocks]
set_input_delay [expr $clk_period * $clk_io_pct] -clock clk0 $non_clock_inputs
set_output_delay [expr $clk_period * $clk_io_pct] -clock clk0 [all_outputs]
--- design/flow/design.v ---
module top_bit_population_counter #(
  parameter     WIDTH = 16
) (
  input  logic                                  clk,
  input  logic                                  srst_i,
  input  logic [              WIDTH - 1 : 0]    data_i,
  input  logic                                  data_val_i,
  output logic [($clog2(WIDTH) + 1) - 1 : 0]    data_o,
  output logic                                  data_val_o
);
  logic [($clog2(WIDTH) + 1) - 1 : 0]   count_ones;
  always_comb 
    begin
      count_ones = '0;  
      for(int i = 0; i < WIDTH; i++)
        begin
          count_ones = count_ones + data_i[i];
        end
    end
  always_ff @( posedge clk ) 
    begin
      data_o <= count_ones;
    end
  always_ff @( posedge clk ) 
    begin
      if (srst_i)
        data_val_o <= 1'b0;
      else
        data_val_o <= data_val_i;
    end
endmodule
module top_bit_population_counter_wrapper #(
  parameter     WIDTH = 16
) (
  input  logic                        clk,
  input  logic                        srst_i,
  input  logic [    WIDTH - 1 : 0]    data_i,
  input  logic                        data_val_i,
  output logic [$clog2(WIDTH) : 0]    data_o,
  output logic                        data_val_o
);
  logic                        wr_srst_i;
  logic [    WIDTH - 1 : 0]    wr_data_i;
  logic                        wr_data_val_i;
  logic [$clog2(WIDTH) : 0]    wr_data_o;
  logic                        wr_data_val_o;
  always_ff @( posedge clk ) 
    begin : i_ff
      wr_srst_i     <= srst_i;
      wr_data_i     <= data_i;
      wr_data_val_i <= data_val_i;
    end
  top_bit_population_counter # (
    .WIDTH        (WIDTH))   
  dut_top_bit_population_counter (
    .clk          (clk),
    .srst_i       (wr_srst_i),
    .data_i       (wr_data_i),
    .data_val_i   (wr_data_val_i),
    .data_o       (wr_data_o),
    .data_val_o   (wr_data_val_o)
  );
  always_ff @( posedge clk ) 
    begin : o_ff
      data_o        <= wr_data_o;
      data_val_o    <= wr_data_val_o;
    end
endmodule
--- design/flow/run.sh ---
#!/bin/bash
# OpenROAD 26Q1-2900-gdf79404cd8, Yosys 0.63+post, stock flow scripts
make -C /OpenROAD-flow-scripts/flow DESIGN_CONFIG=/design/flow/config.mk WORK_HOME=/design/flow/orfs finish
==> results.rst <==
Metrics
=======

.. list-table::
   :header-rows: 1

   * - Metric
     - Value
   * - Average wire per cell in the routed design
     - around 8 µm
   * - IR Drop Worst-Case VDD
     - roughly 0.00015 V
   * - Post-CTS Hold Buffers
     - 0
   * - Antenna cell count
     - 0
   * - Fraction of layout cells with a size suffix above 1
     - 0.0748
   * - Die width
     - 99 µm
   * - Initial antenna violation count
     - 0
   * - Power density cells
     - around 390 nW/µm²
   * - CP Max Fanout
     - 2
   * - First-pass DRT Iterations
     - 2
   * - Final period utilization
     - 0.596
   * - Main logic family after synthesis
     - adder cells
   * - Core occupancy in the finished layout
     - 0.239
   * - Outcome
     - finished clean
   * - Post-synth tally of flip-flops with integrated enable
     - 0
   * - DIE AREA
     - about 10000 µm²
   * - Synth Area in XOR/XNOR
     - 0.0174
   * - Launching element type of the critical path
     - register
   * - Most frequent CP cell
     - sky130_fd_sc_hd__fa_1
   * - Vias post-DR
     - 510
   * - Routed WL
     - about 1.4 mm
   * - Smallest hold slack
     - 0.326 ns
   * - Pin count of the biggest net entering global routing
     - 10
   * - Total clock buffers created by CTS
     - 5
   * - Number of port buffers
     - 24
   * - HPWL Detailed
     - around 1.2 mm
   * - Minimum period implied by the final worst setup slack
     - about 3.6 ns
   * - Async S/R FF share, synth
     - 0
   * - Dominant cell area share
     - 0.596
   * - Crit end category
     - register
   * - Hold Path Class
     - reg -> reg
   * - Core area
     - 5990 µm²
   * - Setup violation total in the final timing report
     - 0
   * - Die H
     - 99 µm
   * - Fill cell instance count of the final layout
     - between 600 and 700
   * - Number of pins exceeding their max-slew limit in the final report
     - 0
   * - Root buffer cell
     - sky130_fd_sc_hd__clkbuf_8
   * - DR iter-0 viols
     - 1
   * - Most used standard cell by instance count after synthesis
     - sky130_fd_sc_hd__dfxtp_1
   * - Io pins
     - 25
   * - Synthesis-stage register bit count
     - 30
   * - Detailed-route vias per instance
     - about 2.8
   * - Standby leakage power
     - 0.646 nW
   * - Post-Synth AOI/OAI Area
     - 0.0223
   * - Number of logged tool warnings
     - 25
   * - Layout overhead on the synthesized area
     - 42.2%
   * - Final sum of negative setup slack
     - 0 ns
   * - Total power
     - around 0.00056 W
   * - Post-synthesis area per instance
     - roughly 13 µm²
   * - Slew of the pin with the lowest slew margin
     - between 0.2 and 0.25 ns
   * - Max-cap viol count
     - 0
   * - Simple-Gate Area Share
     - 0.0186
   * - Synthesized chip area reported by yosys
     - slightly above 1000 µm²
   * - Tally of unique sky130hd cells used after synthesis
     - 8
   * - Instance count of the mapped netlist
     - between 70 and 80
   * - Mux cell area share after synthesis
     - 0
   * - Relative slew slack
     - 0.856
   * - Last weighted congestion value of the routability-driven placer
     - 0.728
   * - Vias in the first global route
     - between 500 and 600
   * - Buffering stage count on the worst path with inverters included
     - 1
   * - Clk ins delay skew pair
     - between 0.2 and 0.3 ns
   * - Crit path setup slack, layout
     - around 2.5 ns
   * - Number of warnings reported in the yosys synthesis log
     - 0
   * - Adders+Majority by Area
     - 0.261
   * - Post-CTS setup buffer count
     - 0
   * - Synth Cell Area
     - just over 1000 µm²
   * - Sequential fraction of the synthesis area
     - 0.596
   * - Number of standard-cell rows in the floorplan
     - 28
   * - Wire length of the first global-routing pass
     - ~2.5 mm
   * - Remaining antenna violation count
     - 0
   * - Reg clk slew, reported paths
     - around 0.060 ns
   * - CP top delay family
     - adder cells
   * - Ys flop type
     - sky130_fd_sc_hd__dfxtp_1
   * - Critical path type
     - reg -> reg
   * - Max Clock Skew
     - between 0.004 and 0.005 ns
   * - Clock tree from TritonCTS
     - built
   * - Data required time of the worst path
     - 6.32 ns
   * - Number of remaining DRC errors
     - 0
   * - Worst setup slack before clock tree synthesis
     - approximately 2.5 ns
   * - Global-route congestion overflow total
     - 0
   * - Library cell with the largest summed area after synthesis
     - sky130_fd_sc_hd__dfxtp_1
   * - Deepest clock path buffer count
     - 2
   * - Largest incremental delay on the critical path
     - 0.54 ns
   * - Total cells reported by yosys after synthesis
     - 75
   * - CTS sink cnt
     - 30
   * - Initial standard-cell utilization of the core
     - 0.168
   * - Top area cells in the synthesized netlist
     - sky130_fd_sc_hd__dfxtp_1 (60%), sky130_fd_sc_hd__fa_1 (20%), sky130_fd_sc_hd__inv_1 (8.6%)
   * - Cell-by-cell listing of the critical path
     - ha_1 -> inv_1 -> fa_1 -> fa_1 -> fa_1 -> fa_1 -> fa_1 -> fa_1 -> nor2b_1 -> o21a_1
   * - Global Route Usage Sum
     - 0.0316
   * - Leading post-synthesis cells by instance count
     - sky130_fd_sc_hd__dfxtp_1 (30), sky130_fd_sc_hd__inv_1 (23), sky130_fd_sc_hd__fa_1 (10)
   * - Number of gates resized after cts
     - 0
   * - Maximum achievable frequency
     - 275 MHz
   * - R2R Setup Slk
     - about 2.5 ns
   * - Worst path slowest cell
     - sky130_fd_sc_hd__fa_1
   * - Arrival time of data at the critical path endpoint
     - 3.86 ns
   * - Maximum level of the CTS H-tree
     - 2
   * - Number of hold violations in the final report
     - 0
   * - RSZ-0062 raised after global routing
     - false
area by class of cell:
type / count / area (µm²) / area share
clock buffers: 7 / 86.3 / 0.0602
clock inverters: 1 / 5.00 / 0.00349
inverters: 23 / 86.3 / 0.0602
multi-input cells: 22 / 322 / 0.224
flip-flops and latches: 30 / 601 / 0.419
well taps: 75 / 93.8 / 0.0654
repair buffers: 24 / 240 / 0.168
power breakdown:
| part | total [W] | switching [W] | internal (W) |
|---|---|---|---|
| sequential | 0.000242 | 0.00000768 | 0.000234 |
| combinational | 0.000157 | 0.0000634 | 0.0000938 |
| clock | 0.000158 | 0.0000677 | 0.0000907 |
final timing paths:
kind | start | to | cells after the start
min reg2reg | dut_top_bit_population_counter.data_o[3]$_DFF_P_ | data_o[3]$_DFF_P_ | 0
min | dut_top_bit_population_counter.data_o[3]$_DFF_P_ | data_o[3]$_DFF_P_ | 0
max | wr_data_i[0]$_DFF_P_ | dut_top_bit_population_counter.data_o[4]$_DFF_P_ | 10
max reg2reg | wr_data_i[0]$_DFF_P_ | dut_top_bit_population_counter.data_o[4]$_DFF_P_ | 10
metrics by stage:
step                      cells  area [µm²]
after floorplan              75        1010
after global placement      174        1340
after detailed placement    174        1340
after CTS                   182        1430
after global routing        182        1430
final                       182        1430
logic make-up after synthesis:
group | Yosys count
flip-flops | 30
buffers and inverters | 23
AND/OR/NAND/NOR | 3
XOR/XNOR | 2
adder cells (fa/ha/maj) | 15
AND-OR/OR-AND | 2
worst register-to-register path, stage by stage, from the launching register on:
cell	delay, ns
sky130_fd_sc_hd__dfxtp_1	0.30
sky130_fd_sc_hd__ha_1	0.28
sky130_fd_sc_hd__inv_1	0.07
sky130_fd_sc_hd__fa_1	0.43
sky130_fd_sc_hd__fa_1	0.49
sky130_fd_sc_hd__fa_1	0.54
sky130_fd_sc_hd__fa_1	0.43
sky130_fd_sc_hd__fa_1	0.41
sky130_fd_sc_hd__fa_1	0.41
sky130_fd_sc_hd__nor2b_1	0.13
sky130_fd_sc_hd__o21a_1	0.11
sequential cells by signal, indices dropped and copies added (netlist names):
| register | count |
|---|---|
| data_o | 5 |
| data_val_o | 1 |
| dut_top_bit_population_counter.data_o | 5 |
| dut_top_bit_population_counter.data_val_o | 1 |
| wr_data_i | 16 |
| wr_data_val_i | 1 |
| wr_srst_i | 1 |
per-layer routing:
layer | vias to the layer above | GRT usage | part of all wire
li1 | 272 | - | -
met1 | 215 | 0.0375 | 0.48
met2 | 23 | 0.0441 | 0.39
met3 | 0 | 0.0268 | 0.12
met4 | 0 | 0.00331 | 0
met5 | - | 0 | 0
layout by cell type (no fill, tap or decap), drive strengths merged:
cell	Yosys	final
clkinv	0	1
a221oi	1	1
xnor2	2	2
clkdlybuf4s50	0	24
o21a	1	1
ha	5	5
nor2b	3	3
clkbuf	0	7
inv	23	23
dfxtp	30	30
fa	10	10
Power figures rest on the tool's default switching activity, not on a simulated workload.
